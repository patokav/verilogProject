## /design/flow/config.mk

```make
export PLATFORM = sky130hd
export DESIGN_NAME = Filter
export DESIGN_NICKNAME = Filter
export VERILOG_FILES = /design/flow/design.v
export SDC_FILE = /design/flow/constraint.sdc
export NUM_CORES = 4
export LEC_CHECK = 1
export CORE_UTILIZATION = 40
```

## /design/flow/constraint.sdc

```tcl
current_design Filter

set clk_period 18.8
set clk_io_pct 0.2

create_clock -name clk0 -period $clk_period [get_ports {CLK}]

set non_clock_inputs [all_inputs -no_clocks]
set_input_delay [expr $clk_period * $clk_io_pct] -clock clk0 $non_clock_inputs
set_output_delay [expr $clk_period * $clk_io_pct] -clock clk0 [all_outputs]
```

## /design/flow/design.v

```verilog
module Filter(input CLK,
              input RST,
              input IN,
              output reg [7:0] OUT);
  parameter a0 = 1;
  parameter a1 = -2;
  parameter a2 = 1;
  parameter BUF_SIZE = 64;
  reg [7:0] buffer [0:BUF_SIZE-1];
  reg [6:0] buf_counter;
  reg [6:0] ds_counter;
  reg [7:0] x;
  reg [7:0] y1;
  reg [7:0] y2;
  integer i;
  reg signed [9:0] sum;
  reg [7:0] avg;
  always @ (posedge CLK or negedge RST) begin
    if(RST == 0) begin
      OUT <= 0;
      y1 <= 0;
      y2 <= 0;
      buf_counter <= 0;
      for (i = 0; i < BUF_SIZE; i=i+1) begin
        buffer[i] = 0;
      end
      ds_counter <= 0;
    end
    else begin
      x <= IN;
      buffer[buf_counter] = (IN + y2 > 2 * y1) ? a0 * IN + a1 * y1 + a2 * y2 : 0;
      y2 <= y1;
      y1 <= x;
      buf_counter <= (buf_counter == BUF_SIZE - 1) ? 0 : buf_counter + 1;
      sum = 0;
      for (i = 0; i < BUF_SIZE; i = i + 1) begin
        sum = sum + buffer[i];
      end
      avg <= ((sum * 10) / BUF_SIZE < 5) ? 0 : 1;
      ds_counter <= ds_counter + 1;
      if (ds_counter == 64) begin
        OUT <= avg;
        ds_counter <= 0;
      end else begin
        OUT <= 0;
      end
    end
  end
endmodule
```

## /design/flow/run.sh

```bash
#!/bin/bash
# OpenROAD 26Q1-2900-gdf79404cd8, Yosys 0.63+post, stock flow scripts
make -C /OpenROAD-flow-scripts/flow DESIGN_CONFIG=/design/flow/config.mk WORK_HOME=/design/flow/orfs finish
```

==> out/results.ini <==
[outcome]
status = finished, final reports clean

[grt]
grt_pass1_vias = 22289
grt_pass1_wl_mm = 126
grt.overflow.total = 0
track_usage_pct = 19.8
grt_start_max_net_pins = 124
antenna_found_initial = 0

[setup_path]
reg2reg_slack_ns = 3.63
worstRegToRegCells = 52
required_ns = 19.15
cp_slowest_stage_delay_ns = 0.64
crit_path_top_delay_cell = buf_4
critPathBufInv = 7
critPathMostFrequentCell = fa_1
cpLargestDelayFamily = adder cells
regToRegEndpoint = avg[0]
r2r_start = buf_counter[0]
endpoint_kind = flip-flop
critical_path.endpoint = avg[0]
worstSetupStartpoint = IN
cp.depth = 47
crit_type = input port to flip-flop
critPathLaunchType = input port
crit_fanout = 77
cp_data_arrival_time_ns = 17.11

[sta]
fin_setup_tns_ns = 0
drv_slew = 0
hold_violations = 0
finalCritPeriodShare_pct = 89.2
post-route-min-period_ns = 16.77
worstMarginPinSlew_ns = 0.769
slew_headroom_pct = 48.8
fin_ws_ns = 2.03
fmax_mhz = 59.6
rsz0062_at_grt = false
setup_viol = 0
finClkSkew_ns = 0.0236

[synthesis]
postSynthSeqShare_pct = 38.6
synth_cells = 3041
edf_count = 2
ys_sh_simple_pct = 3.40
ys_warn_count = 2
netlist_area_um2 = 34400
ys.flops = 531
syn_area_per_cell_um2 = 11.3
synth-xor-area-share_pct = 1.42
ys_top_logic_family = adder cells
mux_share_pct = 5.78
synth.cellmix.compoundShare_pct = 11.3
ys_types = 75
ys_cells = 3041
synthArstFlopShare_pct = 99.6
ff_type = dfrtp_1
ys_sh_adder_pct = 30.2
yosys_area_um2 = 34400

[routing]
wl_per_cell_um = 17.6
drc_errors = 0
routed-via-count = 20469
wl_met3_mm = 5.35
avgViaCountPerCell = 4.79
antenna_left = 0
m1WireLength_mm = 33.0
dr.max_layer_used = met4
wl_met2_mm = 35.1
antenna_cells = 0
firstDrtPassIters = 6
drtIter0Drc = 1171
wirelength_mm = 75.2

[placed_design]
gp_congestion = 0.996
pre_cts_slack_ns = 1.46
dp.cells = 4157
portBuffers = 3
hpwl_mm = 57.3

[clocking]
cts_buffers = 60
cts-root-buf = clkbuf_16
path_clk_slew_ns = 0.06
ctsLongestPathBuffers = 3
clk_latency_ns = 0.62
postCtsHoldBufs = 0
cts_tree = yes
post_cts_resized = 0
numClockSinks = 531
post_cts_buffers = 0
htree_levels = 2

[floorplanning]
fp-utilization_pct = 40.4
core-area_um2 = 85300
rows = 107
dieArea_um2 = 87300
dieWidth_um = 295
die_h_um = 295
io_pins = 11

[job]
tool_warnings = 33
maxCapViolations = 0

[final_layout]
fin_cells = 4269
area_growth_pct = 10.9
lay_top_count = inv_1
final_cell_mix = 728 x inv_1, 529 x dfrtp_1, 463 x fa_1
drive_gt1_share_pct = 10.4

[worst_hold_path]
hold_class = flip-flop to flip-flop

synth_stat cells, drive strengths merged (2+ instances only):
cell type,instances,share of area [%]
a31o,5,0.13
or2,9,0.16
ha,91,3.3
a21o,120,2.6
xnor2,39,0.99
nand3,14,0.20
fa,463,27
o22ai,6,0.11
and3b,2,0.051
nand2b,2,0.036
or3,2,0.051
a31oi,12,0.25
o31ai,3,0.080
buf,24,0.44
o211ai,4,0.087
a211o,4,0.10
o21a,84,1.9
dfrtp,529,38
xor2,9,0.23
edfxtp,2,0.17
o311ai,3,0.076
nor4,3,0.054
and2,7,0.13
mux2i,51,1.5
and3,3,0.054
o21ai,215,3.2
a21boi,5,0.12
nand2,113,1.2
inv,728,7.9
xnor3,3,0.20
a311o,3,0.087
nor2b,7,0.13
mux2,131,4.3
a21oi,149,2.2
clkbuf,78,0.85
o41ai,2,0.051
nor3,8,0.12
nor2,84,1.0
or4,3,0.065
a221o,2,0.058
a211oi,5,0.15
worst min-delay path by stage:
stage	depth (start not counted)	endpoint	from	slack, ns
global route	0	y1	x	0.37
finish	0	y1	x	0.36
CTS	0	y1	x	0.36
cell type report:
class,count,area [um2]
multi-input combinational,1685,18000
sequential,531,13300
clock inverter,24,394
tap,1144,1430
clock buffer,88,1810
fill,7758,47100
inverter,729,2740
timing repair buffer,68,536
cell families after synthesis:
family,count (synthesis)
AND-OR/OR-AND,629
XOR/XNOR,51
adder cells (fa/ha/maj),554
buffers and inverters,831
flip-flops,531
multiplexers,182
other,1
AND/OR/NAND/NOR,262
state kept, by name, summed over array words and instances, names as in the netlist:
signal	flops
buf_counter	7
y2	1
y1	1
avg	1
x	1
buffer	512
OUT	1
ds_counter	7
metal layers:
metal  vias up  GRT usage, %
met3       108          5.78
met5         -             0
li1       9552             -
met2       530          29.9
met1     10279          30.5
met4         0          3.40
through the flow:
stage	hold slack (ns)	utilization [%]	area, um2
global placement	0.353	42.2	36000
CTS	0.364	44.8	38200
global route	0.368	44.8	38200
finish	0.359	44.8	38200
floorplan	0.331	-	34500
detailed placement	0.344	42.2	36000
